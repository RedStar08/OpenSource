## config.mk

```make
export PLATFORM = sky130hd
export DESIGN_NAME = adder4
export DESIGN_NICKNAME = adder4
export VERILOG_FILES = /design/flow/design.v
export SDC_FILE = /design/flow/constraint.sdc
export NUM_CORES = 4
export LEC_CHECK = 1
export CORE_AREA = 10 10 70 70
export DIE_AREA = 0 0 80 80
```

## constraint.sdc

```tcl
current_design adder4

set clk_period 3.0
set clk_io_pct 0.2

create_clock -name clk0 -period $clk_period

set non_clock_inputs [all_inputs -no_clocks]
set_input_delay [expr $clk_period * $clk_io_pct] -clock clk0 $non_clock_inputs
set_output_delay [expr $clk_period * $clk_io_pct] -clock clk0 [all_outputs]
```

## design.v

```verilog
module adder4(cout,sum,ina,inb,cin);
    output[3:0] sum;
    output cout;
    input[3:0] ina,inb;
    input cin;
    assign {cout,sum}=ina+inb+cin;
endmodule
```

## run.sh

```bash
#!/bin/bash
# OpenROAD 26Q1-2900-gdf79404cd8, Yosys 0.63+post, stock flow scripts
make -C /OpenROAD-flow-scripts/flow DESIGN_CONFIG=/design/flow/config.mk WORK_HOME=/design/flow/orfs finish
```

==> run_results.csv <==
group,metric,value,unit
global_route,use_met3,0.0182,
logic_synthesis,ys_chip_area,144,µm²
floorplanning,fp_util,0.0421,
global_route,gr-max-usage-layer,"met2",
critical_path,worstPathArrival,2.27,ns
sta,setup_violations,0,
outcome,outcome,"completed",
drt,num_vias,154,
cells_and_area,drive_gt1_frac,0.100,
cells_and_area,lay_top_cells,"clkdlybuf4s50_1 (11), inv_1 (4), ha_1 (3), dlygate4sd2_1 (3)",
drt,vias_per_cell,2.03,
floorplanning,rows,21,
cells_and_area,nClkBuffers,0,
floorplanning,coreArea,0.00342,mm²
floorplanning,ios,14,
pwr,power.density,166,mW/mm²
floorplanning,die_area,0.00640,mm²
global_route,grt_max_degree,4,
global_route,grtUsageMet2,0.0217,
logic_synthesis,ys_seq_frac,0,
placement,dpl_worst_slack,-0.0840,ns
placement,place_congestion,0.761,
cells_and_area,area_delta_synth_final,138,%
drt,antennaDiodeCount,0,
critical_path,worstSetupPathType,"in -> out",
sta,rsz0062_at_grt,"false",
floorplanning,die_x,80,µm
logic_synthesis,syn_area,144,µm²
job,tool_warnings,35,
global_route,track_usage,0.0157,
sta,slew_headroom,0.900,
placement,numPortBuffers,14,
sta,slew_violations,0,
pwr,ir_worst_vdd,0.0190,mV
sta,hold_violations,0,
global_route,gr-total-overflow,0,
pwr,power_leakage,0.137,nW
drt,drtIter0Drc,0,
logic_synthesis,ys_cells,16,
global_route,grt_pass1_wl,814,µm
cells_and_area,fill_cells,404,
sta,worst_pin_slew,0.149,ns
cells_and_area,stdcell_count,76,
placement,dp.cells,76,
clock_tree,cts_hold_buf,0,
logic_synthesis,avgSynthCellArea,8.99,µm²
sta,setup_slack,0.129,ns
critical_path,crit_required,2.40,ns
hold_path,min_path_type,"in -> out",
critical_path,crit_path_start,"cin",
drt,ant_nets,0,
drt,first_pass_iters,1,
cells_and_area,flops,0,
hold_path,hp-start,"ina[0]",
logic_synthesis,netlist_instances,16,
cells_and_area,seqCellArea,0,µm²
placement,place_hpwl,489,µm
cells_and_area,final_common_cell,"clkdlybuf4s50_1",
logic_synthesis,synth_cell_types,9,
drt,routedWlPerCell,6.92,µm
sta,period_minus_slack,2.87,ns
drt,wl,526,µm
global_route,grt_pass1_vias,173,
global_route,antenna_found_initial,0,
job,max_cap_viol_count,0,
critical_path,endpoint_kind,"output port",
global_route,met1_usage,0.0165,
sta,min_period_over_period,0.957,
floorplanning,die_h,80,µm
drt,drc,0,
sta,fmaxAchievable,0.348,GHz
logic_synthesis,yosysWarnings,0,
critical_path,start_kind,"input port",
critical_path,crit_fanout,2,
## area by class of cell
| type | instances | area (µm²) | area share |
|---|---|---|---|
| multi-input cells | 12 | 134 | 0.391 |
| well taps | 46 | 57.6 | 0.168 |
| repair buffers | 14 | 136 | 0.398 |
| inverters | 4 | 15.0 | 0.0438 |
## stage by stage
stage	area [µm²]	util	TNS, ns	hold slack, ns	total power, mW
floorplan	144	-	0	1.30	0.0178
global placement	342	0.100	-0.161	2.28	0.0578
detailed placement	342	0.100	-0.233	2.30	0.0585
CTS	343	0.100	0	2.07	0.0586
global route	343	0.100	0	2.10	0.0652
finish	343	0.100	0	2.06	0.0570
## report_power, final
group          switching [mW]  leakage, nW  internal (mW)
logic                  0.0171        0.137         0.0399
clock network               0            0              0
registers                   0            0              0
total                  0.0171        0.137         0.0399
## critical path, cell delays in order
cell             delay (ns)
dlygate4sd2_1          0.25
fa_2                   0.39
inv_1                  0.09
fa_2                   0.43
inv_1                  0.06
clkdlybuf4s50_1        0.46
## metal layers
layer / vias up / share of wire
met3: 0 / 0.33
met2: 12 / 0.32
li1: 78 / -
met5: - / 0
met4: 0 / 0
met1: 64 / 0.34
## cells in the mapped netlist
cell,n,area share
inv_1,4,0.10
ha_1,3,0.26
fa_1,2,0.28
xnor2_1,2,0.12
a21o_1,1,0.052
a21oi_2,1,0.061
nand2b_1,1,0.044
nor2b_1,1,0.044
o21ai_0,1,0.035
## what timing repair did
item	in CTS	in global routing
hold endpoints to repair	0	0
setup buffers	0	0
gates resized	6	0
endpoints found under the setup margin	4	0
## worst paths after layout
path	endpoint	slack (ns)	cells past startpoint
setup / recovery	sum[1]	0.13	6
hold / removal	sum[0]	2.06	3
## cell families after synthesis
family | after synthesis | synth area share
adder cells (fa/ha/maj) | 5 | 0.539
buffers and inverters | 4 | 0.104
AND-OR/OR-AND | 3 | 0.148
XOR/XNOR | 2 | 0.122
AND/OR/NAND/NOR | 2 | 0.0870
Power figures rest on the tool's default switching activity, not on a simulated workload.
