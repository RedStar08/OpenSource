**flow/design.v**
```verilog
module compare_8(equal, a, b);
	input [7:0]a, b;
	output equal;
	reg equal;
	always @(a or b)
		if(a > b)
			equal = 1;
		else
			equal = 0;
endmodule
```
**flow/run.sh**
```bash
#!/bin/bash
# OpenROAD 26Q1-2900-gdf79404cd8, Yosys 0.63+post, stock flow scripts
make -C /OpenROAD-flow-scripts/flow DESIGN_CONFIG=/design/flow/config.mk WORK_HOME=/design/flow/orfs finish
```
**flow/config.mk**
```make
export PLATFORM = sky130hd
export DESIGN_NAME = compare_8
export DESIGN_NICKNAME = compare_8
export VERILOG_FILES = /design/flow/design.v
export SDC_FILE = /design/flow/constraint.sdc
export NUM_CORES = 4
export LEC_CHECK = 1
export CORE_AREA = 10 10 70 70
export DIE_AREA = 0 0 80 80
```
**flow/constraint.sdc**
```tcl
current_design compare_8

set clk_period 2.6
set clk_io_pct 0.2

create_clock -name clk0 -period $clk_period

set non_clock_inputs [all_inputs -no_clocks]
set_input_delay [expr $clk_period * $clk_io_pct] -clock clk0 $non_clock_inputs
set_output_delay [expr $clk_period * $clk_io_pct] -clock clk0 [all_outputs]
```
==> out/metrics.cfg <==
[synth]
yosys.cell_types.count = 11
synth_area_leader_cell = sky130_fd_sc_hd__ha_1
ys.warnings.count = 1
synthesized_instance_count = 27
postSynthSeqShare = 0
ys_area_sq_um = 216
top_cells_by_area = sky130_fd_sc_hd__ha_1 46%, sky130_fd_sc_hd__inv_1 14%, sky130_fd_sc_hd__a21oi_1 6.9%, sky130_fd_sc_hd__nor2b_4 6.4%, sky130_fd_sc_hd__nand4_2 5.8%
syn-mean-instance-area_sq_um = 8.02
yosys-top-cells-count = 8 x sky130_fd_sc_hd__ha_1, 8 x sky130_fd_sc_hd__inv_1, 3 x sky130_fd_sc_hd__a21oi_1
synth.cell_area_sq_um = 216
synth.top_cell.area_share = 0.462
synth.yosys.num_cells = 27

[global_route]
grt_antenna_before_repair = 0
global_route.overflow_total = 0
global_route_wire_length_before_repair_microns = 1320
grt_max_degree = 4
grt_util_all_layers = 0.0249
first_global_vias = 267

[detailed_routing]
vias_per_std_cell = 2.60
dr_wl_met3_microns = 171
drt_first_iter_violations = 3
dr_total_vias = 234
detailroute.wirelength.met2_microns = 179
n_antenna_cell = 0
firstDrtPassIters = 2
drt_drc_violations_left = 0
m1WireLength_microns = 371
drt_wl_total_microns = 722
final_antenna_net_count = 0
top_signal_layer_used = met3
routed_wire_length_per_instance_microns = 8.02

[setup_path]
cp_slowest_cell = sky130_fd_sc_hd__clkdlybuf4s50_1
worstPathBufferInverterCount = 3
critical_path.max_fanout = 2
cp_data_arrival_time_ns = 2.00
worstSetupEndpointType = output port
cp_data_required_time_ns = 2.08
crit_start = b[1]
critPathTopFamily = buffers and inverters
path_cells = clkdlybuf4s50_1 > inv_1 > ha_1 > nor2b_4 > o211ai_2 > a21oi_2 > o22a_1 > clkdlybuf4s15_1
worst_setup_path_start_kind = input pin
criticalPathCategory = in -> out
worstSetupEndpoint = equal
cpPeakStageDelay_ns = 0.45
path_depth = 8

[place]
post-place-ws_ns = -0.158
final_replace_weighted_congestion = 0.858
placedCellCount = 90
place_hpwl_microns = 677
io_buffer_count = 17
dpl_cell_area_sq_um = 444

[die]
die-area_sq_um = 6400
die_width_microns = 80
fp.coreArea_sq_um = 3420
initial_utilization = 0.0634
number_of_top_level_pins = 17
die_height_microns = 80
row_count = 21

[hold_path]
min_path_cells = 7
hold_start = b[7]
worst_min_path_class = in -> out

[final_timing]
timing.slew.headroom = 0.897
final_hold_viol_count = 0
setup_repair_after_global_routing_missed_its_margin = no
worst_pin_slew_ns = 0.153
hold_slack_ns = 2.06
finalCriticalPeriod_ns = 2.52
post-route-worst-setup-slack_ns = 0.0812
final.period_utilization = 0.969
fmax_mhz = 397
final-setup-viol-count = 0
timing.final.max_slew_violations = 0

[cts]
postCtsHoldBufs = 0

[layout]
drive_gt1_frac = 0.0909
layout.cells.non_filler = 90
area.sequential_sq_um = 0
design.seq.count = 0
n_clock_buffer = 0
final_cell_area_sq_um = 444
area.growth.synth_to_final_pct = 105

[power_and_ir_drop]
power.clock.fraction = 0
switching_power_uw = 21.2
power.switching_fraction = 0.350
comb_power_share = 1.000
share_seq_of_total_power = 0
vdd_drop_max_mv = 0.0415
cellLeakagePower_uw = 0.000200
power-per-cell-area_nw_per_um2 = 136
power.total_uw = 60.5
internal_power_summed_over_all_cells_uw = 39.3

[run]
stage_log_warning_count = 32
maxCapViolations = 0

[run_status]
run_status = finished, final reports clean

[power groups by stage]
stage / logic (uW) / clock network [uW] / registers (uW)
after CTS: 61.2 / 0 / 0
after global routing: 69.2 / 0 / 0
final: 60.5 / 0 / 0
[area by class of cell]
| type | count | area (sq um) |
|---|---|---|
| Inverter | 8 | 30.0 |
| Fill cell | 397 | 2970 |
| Multi-Input combinational cell | 19 | 186 |
| Tap cell | 46 | 57.6 |
| Timing Repair Buffer | 17 | 170 |
[placed cells by master (no fill, tap or decap)]
master                            netlist  final
sky130_fd_sc_hd__a21oi_1                3      3
sky130_fd_sc_hd__a21oi_2                1      1
sky130_fd_sc_hd__clkdlybuf4s15_1        0      1
sky130_fd_sc_hd__clkdlybuf4s50_1        0     16
sky130_fd_sc_hd__ha_1                   8      8
sky130_fd_sc_hd__inv_1                  8      8
sky130_fd_sc_hd__nand2_1                1      1
sky130_fd_sc_hd__nand4_1                1      1
sky130_fd_sc_hd__nand4_2                1      1
sky130_fd_sc_hd__nor2b_4                1      1
sky130_fd_sc_hd__o211ai_2               1      1
sky130_fd_sc_hd__o21ai_0                1      1
sky130_fd_sc_hd__o22a_1                 1      1
[worst min path at each step]
stage            to
CTS           equal
global route  equal
finish        equal
[routing by layer]
metal / vias to the layer above / GRT usage
li1: 131 / -
met1: 88 / 0.0389
met2: 15 / 0.0273
met3: 0 / 0.0170
met4: 0 / 0
met5: - / 0
[metrics by stage]
stage,utilization,setup TNS (ns)
after global routing,0.130,0
after detailed placement,0.130,-0.158
after floorplan,-,0
final,0.130,0
after global placement,0.130,-0.157
after CTS,0.130,0
[cell families after synthesis]
group	share of synthesized area
adders and majority gates	0.462
buffers and inverters	0.139
AOI/OAI and AO/OA	0.231
and+or+nand+nor	0.168
[what timing repair did]
action	CTS	global route
setup endpoints to repair	1	1
pin swaps	3	1
buffers inserted	0	0
gates resized	2	0
Power figures rest on the tool's default switching activity, not on a simulated workload.
