<file path="flow/config.mk">
export PLATFORM = sky130hd
export DESIGN_NAME = Register
export DESIGN_NICKNAME = Register
export VERILOG_FILES = /design/flow/design.v
export SDC_FILE = /design/flow/constraint.sdc
export NUM_CORES = 4
export LEC_CHECK = 1
export CORE_UTILIZATION = 40
</file>
<file path="flow/constraint.sdc">
current_design Register

set clk_period 4.4
set clk_io_pct 0.2

create_clock -name clk0 -period $clk_period [get_ports {clk}]

set non_clock_inputs [all_inputs -no_clocks]
set_input_delay [expr $clk_period * $clk_io_pct] -clock clk0 $non_clock_inputs
set_output_delay [expr $clk_period * $clk_io_pct] -clock clk0 [all_outputs]
</file>
<file path="flow/design.v">
module Register(
  input wire WE, clk,
  input wire [2:0] R_port0, R_port1, W_port,
  input wire [15:0] Write,
  output reg [15:0] Read0, Read1
);
  reg [15:0] regfile[0:7];
  always@* begin    
    Read0 = regfile[R_port0];
    Read1 = regfile[R_port1];
  end
  always@(posedge clk) begin
      if(WE == 1)
        regfile[W_port] <= Write;
  end
endmodule
</file>
<file path="flow/run.sh">
#!/bin/bash
# OpenROAD 26Q1-2900-gdf79404cd8, Yosys 0.63+post, stock flow scripts
make -C /OpenROAD-flow-scripts/flow DESIGN_CONFIG=/design/flow/config.mk WORK_HOME=/design/flow/orfs finish
</file>
==> impl_metrics.ini <==
; generated from flow reports
[yosys]
syn_area_sq_mm = 0.00604
yosys_area_sq_mm = 0.00604
ys_seq_share = 0.636
yosys_cells = 255
syn-instance-count = 255
synth-seq-cells = 128
avgSynthCellArea_sq_um = 23.7
synth_warnings = 1
synth.distinct_cells = 12

[sta]
final-hold-violation-count = 0
fmax_ghz = 0.271
fin_crit_sh = 0.840
finalSetupViolations = 0
setup-tns-final_ns = 0
period_minus_slack_ns = 3.70
slew_headroom = 0.682
rsz0062_at_grt = no
slew_violations = 0
worst_slew_pin_slew_ns = 0.477
whs_ns = 1.21

[die]
core_util_floorplan = 0.413
io-pin-count = 59
row_count = 44
die_width_um = 125
fp.dieH_um = 125
core_region_area_sq_mm = 0.0146
chipArea_sq_mm = 0.0156

[final_layout]
seq_area_sq_mm = 0.00384
largest_reg_flops = 128
finalNonFillerCells = 528
areaGrowthSynthToFinish_pct = 23.7
final-comb-area_sq_mm = 0.00208
reg_top3 = regfile: 128 flops
nFillCells = 1115
drive_above_1_share = 0.262
top_register = regfile

[global_routing]
grt_max_degree = 33
grt_pass1_wl_um = 17800
track_usage = 0.172
first_global_vias = 3243
grt_overflow = 0
antenna_found_initial = 0

[routing]
drt-total-wl_um = 11500
drtIter0Drc = 160
num_vias = 2954
routedWlPerCell_um = 21.8
drcViolationCount = 0
antenna_cells = 0
via_per_inst = 5.59
ant_nets = 0
drt_pre_antenna_iters = 20

[power_and_ir_drop]
total_power_mw = 3.04
p_sw_frac = 0.195
seqPwrFrac = 0.460
power_switching_mw = 0.593
p_leak_nw = 2.54
ir_worst_vdd_mv = 0.199
power_frac_comb = 0.090
pwr-share-clk = 0.450
internal_power_mw = 2.44
powerDensity_mw_per_mm2 = 406

[status]
status = complete, no violations

[setup_path]
crit_fanout = 32
crit_family = buffers and inverters
cp-end-kind = output port
crit_slowest_cell = clkdlybuf4s50_1
worst_ep_arrival_time_ns = 2.82
crit_chain = clkdlybuf4s50_1 > buf_4 > mux4_1 > mux2_2 > clkdlybuf4s50_1
crit_path_start_kind = input port
required_ns = 3.52
cp_num_buf_inv = 3
cp_common_cell = clkdlybuf4s50_1
max_stage_delay_ns = 0.46
crit_type = in2out

[clock_network]
ctsHoldBuffers = 0
numClockSinks = 128
cts_root_buf = clkbuf_16
numCtsBuffers = 17
clockBufferDepth = 2
cts_tree = built
clk_pin_slew_worst_paths_ns = 0.05
cts_resized = 0
postCtsSetupBuffers = 0
h-tree-depth = 4

[min_path]
min_path_type = in2reg
min_to = regfile[6][11]$_DFFE_PP_
hp-start = Write[11]
hold_depth = 1

[place]
dp_hpwl_um = 6800
port_buffers = 58
place_congestion = 0.730
dpl.cell_count = 496

[flow_run]
cap_violations = 0
warning_count = 25
how the worst max path moves through the flow:
| stage | start | to | slack (ns) | cells after the start |
|---|---|---|---|---|
| global route | R_port0[2] | Read0[13] | 0.59 | 5 |
| finish | R_port0[2] | Read0[6] | 0.70 | 5 |
| CTS | R_port1[2] | Read1[11] | 0.68 | 5 |
cell families (layout without fill, tap and decap cells):
logic type / Yosys count / in the layout / synth area share
buffers and inverters: 18 / 107 / 0.0215
muxes: 96 / 96 / 0.333
DFF: 128 / 128 / 0.636
and+or+nand+nor: 13 / 13 / 0.00973
power by group through the flow:
stage	Clock, mW	Sequential, mW	Combinational, mW
after CTS	1.39	1.40	0.279
after global routing	1.44	1.40	0.297
final	1.37	1.40	0.273
cell usage after synthesis:
cell type | number | area, sq um
buf_1 | 6 | 22.5
buf_6 | 8 | 90.1
clkbuf_1 | 2 | 7.51
clkbuf_2 | 2 | 10.0
edfxtp_1 | 128 | 3840
mux2_2 | 32 | 360
mux4_1 | 56 | 1470
mux4_2 | 8 | 180
nand2_1 | 2 | 7.51
nand2b_1 | 3 | 18.8
nor2_1 | 6 | 22.5
nor3_1 | 2 | 10.0
cell usage in the layout (no fill, tap or decap):
| cell type | netlist | routed |
|---|---|---|
| buf_12 | 0 | 2 |
| buf_2 | 0 | 2 |
| buf_4 | 0 | 15 |
| bufinv_16 | 0 | 3 |
| clkbuf_1 | 2 | 1 |
| clkbuf_16 | 0 | 17 |
| clkdlybuf4s50_1 | 0 | 56 |
| clkinv_1 | 0 | 2 |
| clkinv_4 | 0 | 2 |
| clkinvlp_4 | 0 | 7 |
| edfxtp_1 | 128 | 128 |
| mux2_2 | 32 | 32 |
| mux4_1 | 56 | 56 |
| mux4_2 | 8 | 8 |
| nand2_1 | 2 | 2 |
| nand2b_1 | 3 | 3 |
| nor2_1 | 6 | 6 |
| nor3_2 | 0 | 2 |
final cells by class:
type / instances / share of cell area
Timing Repair Buffer: 75 / 0.0968
Multi-Input combinational cell: 109 / 0.278
Tap cell: 184 / 0.0308
Clock buffer: 18 / 0.0574
Sequential cell: 128 / 0.514
Clock inverter: 14 / 0.0224
layer usage:
| layer | part of all wire | vias to the layer above | GRT usage | routed length (um) |
|---|---|---|---|---|
| li1 | - | 1327 | - | - |
| met5 | 0 | - | 0 | 0 |
| met1 | 0.36 | 1472 | 0.226 | 4170 |
| met4 | 0.0091 | 0 | 0.0165 | 105 |
| met2 | 0.52 | 147 | 0.276 | 5950 |
| met3 | 0.11 | 8 | 0.0968 | 1280 |
per-stage QoR:
stage,cell area (sq um),util,setup slack (ns)
after detailed placement,6880,0.470,0.694
after global routing,7470,0.510,0.588
final,7470,0.510,0.704
after global placement,6880,0.470,0.684
after CTS,7470,0.510,0.679
after floorplan,6040,-,1.62
Power is estimated from default activity; no workload was simulated.
